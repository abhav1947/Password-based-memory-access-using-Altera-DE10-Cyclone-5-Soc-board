===== ./design.v =====
module counter
    #(BITS = 4)
    (
    input clk,
    input rst,
    output tick,
    output [BITS - 1 : 0] q
    );
    reg [BITS - 1 : 0] rCounter;
    always @(posedge clk, posedge rst)
    begin
        if (rst)
            rCounter <= 0;
        else
       	begin
            rCounter <= rCounter + 1;
            if(rCounter == (2**BITS - 1))
            	rCounter <= 0;
    	end
    end
    assign q = rCounter;
endmodule
module counter_sig
    (
    input clk,
    input rst,
    input en_key,
	 input [3:0] key,
	 input o_unlock,
	 output reg buzzz,
	 output reg out_led,
	 output reg count_en
    );
     reg [3:0] count=0;
	  reg [4:0] count_1 = 0;
     integer i;
    always @(posedge clk)
    begin
		if (rst)
			begin
				count = 0;
				count_1=0;
				count_en = 0;
				buzzz = 0;
				out_led = 0;
			end
		else 
			begin
				if (en_key)  
					begin
						count_1 = count_1 + 1;
						if(count_1 < 12)
							begin
								buzzz = 1'b0;
								if(!o_unlock)
									begin
										if (count<3)
											begin
												count_en = 0;
												out_led = 0;
												count = count + 1;
											end
										else 
											begin
												if(key == 4'b0101)
												begin
													count_en = 0;
													count=0;
												end
												else 
												begin
													count_en = 0;
													count = 0;
													out_led = 1;
												end 
											end
									end
								else
									begin
										  count_1 = 0;
									end
							end 	
						else
							begin
								if(key == 4'b0101)
								begin
								buzzz = 1'b0;
							 	count_1=0;
								end
								else
								begin
								buzzz = 1'b1;
							 	count_1=0;
								end
							end
					end
         end
      end
endmodule
module data_in(
input clk,
input rst,
input o_unlock,
input [3:0] key,
input on,
input en_key,
input addr_data,
output reg [3:0] addr_out,
output [7:0] data_out);
reg [3:0] data_out_temp [1:0];
reg [1:0] count = 0;
always@(posedge clk or posedge rst)
begin
	if(rst)
		begin
			addr_out <= 4'h0;
			data_out_temp[0] <= 4'h0;
			data_out_temp[1] <= 4'h0;
		end
else
begin	
	if(on && o_unlock && en_key)
		 begin
		  if(addr_data)
				begin
					addr_out <= key;
				end
		  else
				begin
					if(count <= 1)
						begin
							data_out_temp[count] <= key;
							count <= count+1;
						end
					else
						begin
							count <= 0;
							  data_out_temp[0] <= 4'h0;
							  data_out_temp[1] <= 4'h0;
					   end
				 end
			end
	else
	 begin
			addr_out <= addr_out;
			data_out_temp[0] <= data_out_temp[0];
			data_out_temp[1] <= data_out_temp[1];
	 end		 
end
end
assign data_out[3:0] = data_out_temp[0];
assign data_out[7:4] = data_out_temp[1];
endmodule
module mem_mem(
input [7:0] data_in,
input [3:0] addr,
input o_unlock,
input rd_wr,
input en_key,
input clk,
input rst,
output reg [7:0] data_out);
reg [7:0] file_reg [3:0];
always@(posedge clk)
begin
if(rst)
	begin
	data_out <= 8'h00;
	end
else
	begin
		if(o_unlock)
			begin
				if(!rd_wr)
					begin
					data_out <= file_reg[addr];
					end
				else
					begin
					file_reg[addr]<= data_in;
					end
			end
		else
			begin
				data_out <= data_out;
			end
	end
end
endmodule
module pmod_keypad(
    input clk,
    input [3:0] row,
    output reg [3:0] col,
    output reg [3:0] key
    );
    localparam BITS = 20;
    localparam ONE_MS_TICKS = 100000000 / 1000;
    localparam SETTLE_TIME = 100000000 / 1000000;
    wire [BITS - 1 : 0] key_counter;
    reg rst = 1'b0;
    counter #(.BITS(BITS)) counter1(
        .clk(clk),
        .rst(rst),
        .q(key_counter)
    );
    always @ (posedge clk)
    begin
        case (key_counter)
            0:
                rst <= 1'b0;
            ONE_MS_TICKS:
                col <= 4'b0111;
            ONE_MS_TICKS + SETTLE_TIME:
            begin
                case (row)
                    4'b0111:
                        key <= 4'b0001;  
                    4'b1011:
                        key <= 4'b0100;  
                    4'b1101:
                        key <= 4'b0111;  
                    4'b1110:
                        key <= 4'b0000;  
                endcase
            end
            2 * ONE_MS_TICKS:
                col <= 4'b1011;
            2 * ONE_MS_TICKS + SETTLE_TIME:
            begin
                case (row)
                    4'b0111:
                        key <= 4'b0010;  
                    4'b1011:
                        key <= 4'b0101;  
                    4'b1101:
                        key <= 4'b1000;  
                    4'b1110:
                        key <= 4'b1111;  
                endcase
            end
            3 * ONE_MS_TICKS:
                col <= 4'b1101;
            3 * ONE_MS_TICKS + SETTLE_TIME:
            begin
                case (row)
                    4'b0111:
                        key <= 4'b0011;  
                    4'b1011:
                        key <= 4'b0110;  
                    4'b1101:
                        key <= 4'b1001;  
                    4'b1110:
                        key <= 4'b1110;  
                endcase
            end
            4 * ONE_MS_TICKS:
                col <= 4'b1110;
            4 * ONE_MS_TICKS + SETTLE_TIME:
            begin
                case (row)
                    4'b0111:
                        key <= 4'b1010;  
                    4'b1011:
                        key <= 4'b1011;  
                    4'b1101:
                        key <= 4'b1100;  
                    4'b1110:
                        key <= 4'b1101;  
                endcase
                rst <= 1'b1;
            end    
        endcase
    end
endmodule
module present_next(
input clk,
input rst,
input [3:0] key,
output reg en_key);
reg [3:0] temp_key = 0;
always@(posedge clk)
begin
	if(temp_key != key)
	begin
		en_key <= 1'b1;
		temp_key <= key;
	end
	else
	begin
		en_key <= 1'b0;
		temp_key <= temp_key;
	end
end
endmodule
module sseg_display(
    input clk,
    input rst,
    input [3:0] hex,
    output reg [6:0] seg
    );
    always @(posedge clk or posedge rst)   
    begin
    if(rst)
    seg <= 7'h00;
    else
    begin
        case(hex)
            4'h0: seg[6:0] = 7'h04;
            4'h1: seg[6:0] = 7'h79;
            4'h2: seg[6:0] = 7'h24;
            4'h3: seg[6:0] = 7'h30;
            4'h4: seg[6:0] = 7'h19;
            4'h5: seg[6:0] = 7'h12;
            4'h6: seg[6:0] = 7'h02;
            4'h7: seg[6:0] = 7'h78;
            4'h8: seg[6:0] = 7'h00;
            4'h9: seg[6:0] = 7'h10;
            4'hA: seg[6:0] = 7'h08;
            4'hB: seg[6:0] = 7'h03;
            4'hC: seg[6:0] = 7'h46;
            4'hD: seg[6:0] = 7'h21;
            4'hE: seg[6:0] = 7'h06;
            default: seg[6:0] = 7'h0E;
        endcase
	 end
    end
endmodule
module sseg_display_m2(
    input clk,
	 input o_unlock,
    input rst,
    input [3:0] hex,
    output reg [6:0] seg
    );
    always @(posedge clk or posedge rst)   
    begin
    if(rst)
    seg <= 7'h00;
    else
	 begin
	 if(!o_unlock)
    begin
        case(hex)
            4'h0: seg[6:0] = 7'h04;
            4'h1: seg[6:0] = 7'h79;
            4'h2: seg[6:0] = 7'h24;
            4'h3: seg[6:0] = 7'h30;
            4'h4: seg[6:0] = 7'h19;
            4'h5: seg[6:0] = 7'h12;
            4'h6: seg[6:0] = 7'h02;
            4'h7: seg[6:0] = 7'h78;
            4'h8: seg[6:0] = 7'h00;
            4'h9: seg[6:0] = 7'h10;
            4'hA: seg[6:0] = 7'h08;
            4'hB: seg[6:0] = 7'h03;
            4'hC: seg[6:0] = 7'h46;
            4'hD: seg[6:0] = 7'h21;
            4'hE: seg[6:0] = 7'h06;
            default: seg[6:0] = 7'h0E;
        endcase
    end
	else
	begin
	seg[6:0] = 7'h00;
	end
   end
end
endmodule
module sseg_display_modfy(
input clk,
input in_out,
input rst,
input [3:0] data_in, 
input [3:0] data_out,
output reg [6:0] seg
);
    always @(posedge clk or posedge rst)   
    begin
    if(rst)
    seg <= 7'h00;
			else
			begin
				if(in_out)
					begin
						case(data_out)
							4'h0: seg[6:0] = 7'h04;
							4'h1: seg[6:0] = 7'h79;
							4'h2: seg[6:0] = 7'h24;
							4'h3: seg[6:0] = 7'h30;
							4'h4: seg[6:0] = 7'h19;
							4'h5: seg[6:0] = 7'h12;
							4'h6: seg[6:0] = 7'h02;
							4'h7: seg[6:0] = 7'h78;
							4'h8: seg[6:0] = 7'h00;
							4'h9: seg[6:0] = 7'h10;
							4'hA: seg[6:0] = 7'h08;
							4'hB: seg[6:0] = 7'h03;
							4'hC: seg[6:0] = 7'h46;
							4'hD: seg[6:0] = 7'h21;
							4'hE: seg[6:0] = 7'h06;
							default: seg[6:0] = 7'h0E;
						endcase
					end
				else
					begin
						case(data_in)
							4'h0: seg[6:0] = 7'h04;
							4'h1: seg[6:0] = 7'h79;
							4'h2: seg[6:0] = 7'h24;
							4'h3: seg[6:0] = 7'h30;
							4'h4: seg[6:0] = 7'h19;
							4'h5: seg[6:0] = 7'h12;
							4'h6: seg[6:0] = 7'h02;
							4'h7: seg[6:0] = 7'h78;
							4'h8: seg[6:0] = 7'h00;
							4'h9: seg[6:0] = 7'h10;
							4'hA: seg[6:0] = 7'h08;
							4'hB: seg[6:0] = 7'h03;
							4'hC: seg[6:0] = 7'h46;
							4'hD: seg[6:0] = 7'h21;
							4'hE: seg[6:0] = 7'h06;
							default: seg[6:0] = 7'h0E;
						endcase
					end
			end
	end
endmodule
module state_machine(
input clk,   
input en_key,   
input rst,
input [3:0] key,
input count_en,
output o_lock,
output o_unlock);
reg [2:0] state;
parameter INIT = 3'h0;
parameter DIGIT_1 = 3'h1;
parameter DIGIT_2 = 3'h2;
parameter DIGIT_3 = 3'h3;
parameter DIGIT_4 = 3'h4;
parameter digit_in_1 = 4'h2;
parameter digit_in_2 = 4'h5;
parameter digit_in_3 = 4'h8;
parameter digit_in_4 = 4'h5;
always@(posedge clk)
begin
	if(rst)
		begin
			state <= INIT;
		end
	else
		begin
			if(en_key)
				begin
					if(!count_en)
						begin
							case(state)
								INIT:
									if(key == digit_in_1)
										begin
											state <= DIGIT_1;
										end
									else
										begin	
											state <= INIT;
										end
								DIGIT_1:
									if(key == digit_in_2)
										begin
											state<= DIGIT_2;
										end
									else
										begin	
											state <= INIT;
										end
								DIGIT_2:
									if(key == digit_in_3)
										begin
											state <= DIGIT_3;
											end
									else
										begin	
											state <= INIT;
										end
								DIGIT_3:
									if(key == digit_in_4)
										begin
											state <= DIGIT_4;
										end
									else
										begin
											state <= INIT;
										end
								DIGIT_4: state <= DIGIT_4;
							endcase
						end
					else
						begin
							state <= INIT;
						end
			end
	else
		begin
			state <= state;
		end
	end
end
assign state_out = state;
assign o_lock= (state == INIT) ? 1'b1 : 1'b0;
assign o_unlock = (state == DIGIT_4) ? 1'b1 : 1'b0;
endmodule
module top_mod_10(
input clk,  
input rst,  
input on,  
inout [7:0] JA,
input addr_data,  
input rd_wr,
input in_out,
output g_nd,
output [6:0] seg_o,
output [6:0] addr_out_o,
output [13:0] data_out_o,
output [1:0] pow,
output o_lock,
output count_en,
output buzzz,
output out_led,
output o_unlock,
output [13:0] data_out_o_o);
wire [7:0] data_out_temp;
wire [7:0] data_out;
wire [3:0] addr_out;
wire [3:0] key;
wire en_key;
reg [3:0] count;
assign pow = 2'b11;
assign g_nd = 1'b0;
pmod_keypad u4(
    .clk(clk),
    .col(JA[3:0]), 
    .row(JA[7:4]), 
    .key(key));
present_next u1(
.clk(clk),
.rst(rst),
.key(key),
.en_key(en_key));
counter_sig u2(
.clk(clk),
.rst(rst),
.key(key),
.out_led(out_led),
.o_unlock(o_unlock),
.buzzz(buzzz),
.en_key(en_key),
.count_en(count_en)
    );
state_machine u3(
.clk(clk),   
.en_key(en_key),   
.rst(rst),
.key(key),
.count_en(count_en),
.o_lock(o_lock),
.o_unlock(o_unlock));
sseg_display s1(
    .clk(clk),
    .rst(rst),
    .hex(addr_out),
    .seg(addr_out_o[6:0])
    );
sseg_display r4(
    .clk(clk),
    .rst(rst),
    .hex(data_out[3:0]),
    .seg(data_out_o[6:0])
    );
sseg_display r3(
    .clk(clk),
    .rst(rst),
    .hex(data_out[7:4]),
    .seg(data_out_o[13:7])
    );
sseg_display_m2 s4(
    .clk(clk),
    .rst(rst),
	 .o_unlock(o_unlock),
    .hex(key),
    .seg(seg_o[6:0])
    );
data_in z3(
.clk(clk),
.rst(rst),
.o_unlock(o_unlock),
.key(key),
.on(on),
.en_key(en_key),
.addr_data(addr_data),
.addr_out(addr_out),
.data_out(data_out));
mem_mem f3(
.data_in(data_out),
.addr(addr_out),
.o_unlock(o_unlock),
.rd_wr(rd_wr),
.en_key(en_key),
.clk(clk),
.rst(rst),
.data_out(data_out_temp));
sseg_display_modfy s6(
    .clk(clk),
    .rst(rst),
    .in_out(in_out),
	 .data_in(data_out[3:0]),
	 .data_out(data_out_temp[3:0]),
    .seg(data_out_o_o[6:0])
    );
sseg_display_modfy s9(
    .clk(clk),
    .rst(rst),
    .in_out(in_out),
	 .data_in(data_out[7:4]),
	 .data_out(data_out_temp[7:4]),
    .seg(data_out_o_o[13:7])
    );
endmodule

===== ./run.sh =====
#!/bin/bash
# OpenROAD 26Q1-2900-gdf79404cd8, Yosys 0.63+post, stock flow scripts
make -C /OpenROAD-flow-scripts/flow DESIGN_CONFIG=/design/flow/config.mk WORK_HOME=/design/flow/orfs finish

===== ./config.mk =====
export PLATFORM = sky130hd
export DESIGN_NAME = top_mod_10
export DESIGN_NICKNAME = top_mod_10
export VERILOG_FILES = /design/flow/design.v
export SDC_FILE = /design/flow/constraint.sdc
export NUM_CORES = 4
export LEC_CHECK = 1
export CORE_UTILIZATION = 40

===== ./constraint.sdc =====
current_design top_mod_10

set clk_period 1.0
set clk_io_pct 0.2

create_clock -name clk0 -period $clk_period [get_ports {clk}]

set non_clock_inputs [all_inputs -no_clocks]
set_input_delay [expr $clk_period * $clk_io_pct] -clock clk0 $non_clock_inputs
set_output_delay [expr $clk_period * $clk_io_pct] -clock clk0 [all_outputs]

==> flow_metrics.tcl <==
# implementation run metrics
set metrics [dict create \
    status "aborted with a tool error" \
    failing_step "5_1_grt" \
    firstError "[ERROR RSZ-0074] Failed to build tree from global routes for pin 'JA[7]' and net 'JA[7]' at grid (3450, 65550): found route to 7 pins, expected 6" \
    dpl.hpwl_mm 11.6 \
    cts_made_buffers 17 \
    die_h_um 139 \
    untimed_endpoints 4 \
    yosys-top-cells-count "74 x dfrtp_1, 64 x nor2_1, 55 x nand2_1, 48 x a21oi_1, 47 x edfxtp_1" \
    yosys.cell_types.count 64 \
    numSynthFlops 153 \
    placementRows 49 \
    fp_util 0.414 \
    io_buffers 51 \
    ys_cells 700 \
    cts_hold_buf 0 \
    htreeDepth 4 \
    synth_seq_share 0.516 \
    yosysMostFrequentCell "dfrtp_1" \
    synth_warnings 12 \
    gp_routability_congestion 0.860 \
    cts.sinks 153 \
    ys_async_sr_fraction 0.484 \
    ff_type "dfrtp_1" \
    edf_count 47 \
    synthTopCellsByArea "dfrtp_1 24%, edfxtp_1 19%, dfxtp_1 8.5%" \
    pre_cts_ws_ns -1.70 \
    grt_start_max_net_pins 30 \
    yosys.area.top_type "dfrtp_1" \
    cts_buffer_depth 2 \
    top_cell_area_share 0.245 \
    dpl.cell_count 1114 \
    ioPinCount 64 \
    syn_inst 700 \
    yosys_area_um2 7560 \
    synthesis.area_um2 7560 \
    cts_root_buffer "clkbuf_16" \
    die_w_um 139 \
    place_area_um2 9990 \
    syn_avg_cell_area_um2 10.8 \
]
==> cell families after synthesis <==
| family | count (synthesis) | synth area share |
|---|---|---|
| buffers and inverters | 71 | 0.0405 |
| AND-OR/OR-AND | 112 | 0.0859 |
| flip-flops | 153 | 0.516 |
| other | 2 | 0.000993 |
| XOR/XNOR | 25 | 0.0290 |
| AND/OR/NAND/NOR | 246 | 0.171 |
| adder cells (fa/ha/maj) | 42 | 0.0695 |
| multiplexers | 49 | 0.0872 |
==> per-stage QoR <==
step                power [mW]  TNS [ns]
floorplan                 8.29    -84.53
global placement          9.25    -99.91
detailed placement        9.29   -103.03
CTS                       15.9    -80.67
==> timing repair <==
action	4_1_cts
endpoints found under the setup margin	210
pin swaps	80
cloned	2
gates resized	301
buffers inserted	43
Power figures rest on the tool's default switching activity, not on a simulated workload.
